File: flow/design.v
`timescale 1ns / 1ps
module asym_fifo
    #(parameter ADDR_WIDTH = 3, DATA_WIDTH = 4)(
    input logic clk, reset,
    input logic wr, rd,
    input logic [(2 * DATA_WIDTH) - 1: 0] w_data,
    output logic [DATA_WIDTH - 1: 0] r_data,
    output logic full, empty
    );
    logic [ADDR_WIDTH - 1: 0] w_addr, r_addr;
    reg_file #(.ADDR_WIDTH(ADDR_WIDTH),.DATA_WIDTH(DATA_WIDTH)) r_file_unit (
        .w_en(wr & !full),
        .*
    );
    fifo_ctrl #(.ADDR_WIDTH(ADDR_WIDTH)) ctrl_unit (
        .*
    );
endmodule
`timescale 1ns / 1ps
module fifo_ctrl
    #(parameter ADDR_WIDTH = 3)(
    input logic clk, reset,
    input logic wr, rd,
    output logic full, empty,
    output logic [ADDR_WIDTH - 1: 0] w_addr,
    output logic [ADDR_WIDTH - 1: 0] r_addr
    );
    logic [ADDR_WIDTH - 1: 0] wr_ptr, wr_ptr_next;
    logic [ADDR_WIDTH - 1: 0] rd_ptr, rd_ptr_next;
    logic full_next, empty_next;
    always_ff @(posedge clk, posedge reset)
    begin
        if(reset)
            begin
                wr_ptr <= 0;
                rd_ptr <= 0;
                full <= 0;
                empty <= 1;
            end
        else
            begin
                wr_ptr <= wr_ptr_next;
                rd_ptr <= rd_ptr_next;
                full <= full_next;
                empty <= empty_next;
            end
    end
    always_comb
    begin
    wr_ptr_next = wr_ptr;
    rd_ptr_next = rd_ptr;
    full_next = full;
    empty_next = empty;
    unique case({wr, rd})
        2'b01:  
            begin
                if(!empty)
                    begin
                        if(wr_ptr - rd_ptr_next >= 2)  
                            full_next = 1'b0;
                        rd_ptr_next = rd_ptr + 1;
                        if(rd_ptr_next == wr_ptr)
                            empty_next = 1'b1;
                    end
            end
        2'b10:  
            begin
                if(!full)
                    begin
                        empty_next = 1'b0;
                        wr_ptr_next = wr_ptr + 2;    
                        if(wr_ptr_next == rd_ptr) 
                            full_next = 1'b1;
                    end   
            end
        2'b11:  
            begin
                if(empty)
                    begin
                        empty_next = 1'b0;       
                        wr_ptr_next = wr_ptr + 2;
                        rd_ptr_next = rd_ptr;   
                    end
                else
                    begin
                        rd_ptr_next = rd_ptr + 1;
                        if(wr_ptr - rd_ptr_next > 1) 
                            full_next = 1'b0;
                        if(rd_ptr_next == wr_ptr)
                            empty_next = 1'b1;
                        if(!full)
                            begin
                                empty_next = 1'b0;
                                wr_ptr_next = wr_ptr + 2;  
                                if(wr_ptr_next == rd_ptr) 
                                    full_next = 1'b1;
                            end
                    end
            end
        default: ; 
    endcase 
    end
    assign w_addr = wr_ptr;
    assign r_addr = rd_ptr;
endmodule
`timescale 1ns / 1ps
module reg_file
    #(parameter ADDR_WIDTH = 2, DATA_WIDTH = 4)(
    input logic clk,
    input logic w_en,
    input logic [ADDR_WIDTH - 1: 0] r_addr,
    input logic [ADDR_WIDTH - 1: 0] w_addr,    
    input logic [(2 * DATA_WIDTH) - 1: 0] w_data,    
    output logic [DATA_WIDTH - 1: 0] r_data 
    );
    logic [ DATA_WIDTH - 1: 0] memory [0: (2 ** ADDR_WIDTH) - 1];
    always_ff@(posedge clk)
    begin
        if(w_en)
        begin
            memory[w_addr] <= w_data[((2 * DATA_WIDTH)/2) - 1: 0];                   
            memory[w_addr + 1] <= w_data[(2 * DATA_WIDTH) - 1: (2 * DATA_WIDTH)/2 ]; 
        end
    end
    assign r_data = memory[r_addr];
endmodule
File: flow/run.sh
#!/bin/bash
# OpenROAD 26Q1-2900-gdf79404cd8, Yosys 0.63+post, stock flow scripts
make -C /OpenROAD-flow-scripts/flow DESIGN_CONFIG=/design/flow/config.mk WORK_HOME=/design/flow/orfs finish
File: flow/config.mk
export PLATFORM = sky130hd
export DESIGN_NAME = asym_fifo
export DESIGN_NICKNAME = asym_fifo
export VERILOG_FILES = /design/flow/design.v
export SDC_FILE = /design/flow/constraint.sdc
export NUM_CORES = 4
export LEC_CHECK = 1
export CORE_UTILIZATION = 30
File: flow/constraint.sdc
current_design asym_fifo

set clk_period 2.6
set clk_io_pct 0.2

create_clock -name clk0 -period $clk_period [get_ports {clk}]

set non_clock_inputs [all_inputs -no_clocks]
set_input_delay [expr $clk_period * $clk_io_pct] -clock clk0 $non_clock_inputs
set_output_delay [expr $clk_period * $clk_io_pct] -clock clk0 [all_outputs]
==> out/summary.rpt <==
OUTCOME
-------------------------------------------------------------------------------------
Status                                                                   finished, final reports clean

GLOBAL ROUTING
-------------------------------------------------------------------------------------
Global-route total usage across every layer                                    0.1177
Antenna violations before repair                                                    0
Total congestion overflow                                                           0
Number of global-route vias before repair                                        1320
Global-route wire length before repair                                       6.196 mm
Largest net degree at the start of global routing                                  14

LOGIC SYNTHESIS
-------------------------------------------------------------------------------------
FA/HA/MAJ Cells, Area Fraction                                                0.07394
Cells in synth_stat.txt                                                           144
Distinct lib cells                                                                 29
Multiplexer fraction of the synthesized cell area                              0.1848
Share of synthesized area occupied by flip-flops and latches                   0.5509
Post-synth ARST share                                                          0.1795
Main synth FF type                                                       sky130_fd_sc_hd__edfxtp_1
Number of standard cells after synthesis                                          144
Number of synthesized flops with an enable pin                                     32
Compound Share, Synth                                                         0.04242
Post-synthesis share of cell area spent on and, or, nand and nor gates        0.06606
Post-Syn Area per Cell                                                      14.34 um2
Flops out of synthesis                                                             39
Chip area in the Yosys report                                                2064 um2
Parity-gate share of the synthesized area counting xor and xnor cells         0.03879
Post-synthesis cell area                                                     2064 um2
Dominant kind of combinational cell                                      multiplexers
YS warnings                                                                         2

CRITICAL PATH
-------------------------------------------------------------------------------------
Source of the worst register-to-register timing path                     ctrl_unit.rd_ptr[1]
Endpoint of the most critical register-to-register path                  ctrl_unit.full
Crit path required time                                                       2080 ps
Max stage delay cell, worst path                                         sky130_fd_sc_hd__dfrtp_2
Critical Path Most Common Cell                                           sky130_fd_sc_hd__nand2_1
R2R cell count                                                                      8
Cell family with most CP delay                                             flip-flops
Category of the most critical setup path                                   reg -> out
Cell Chain, Critical Path                                                mux4_2 -> nand2_1 -> nand2_1 -> clkdlybuf4s50_1
CP Max Fanout                                                                       9
Setup slack on the worst flop-to-flop path                                     550 ps
Critical path buffers and inverters                                                 1
Arrival time of the worst setup path                                          1950 ps
Largest stage delay on the critical path                                       550 ps
Worst setup SP type                                                          register
Endpoint kind of the worst setup timing path                              output port

PWR
-------------------------------------------------------------------------------------
Power per cell area                                                       1081 nW/um2
Switching part of the total power                                              0.3540
Flop pwr share                                                                  0.373
Logic gate share of total power                                                 0.474
Pleak                                                                       0.9192 nW
Switching power                                                             0.9187 mW
Max rail drop VDD                                                            440.9 uV
Clock network power share                                                       0.152
Pint                                                                         1.677 mW

JOB
-------------------------------------------------------------------------------------
Tally of OpenROAD warnings                                                         31
Number of max-capacitance violations reported                                       0

DIE
-------------------------------------------------------------------------------------
Row count                                                                          29
Initial cell density of the core                                               0.3179
Chip width                                                                   84.96 um
Core area                                                                    6495 um2
DIE AREA                                                                     7217 um2
I/O Pins                                                                           18
Vertical die dimension                                                       84.96 um

TIMING
-------------------------------------------------------------------------------------
Hold Vio Cnt, Final                                                                 0
Sum Neg Setup Slack                                                              0 ps
Final min period                                                              2468 ps
Setup repair after global routing missed its margin                                no
Final-report max-slew violation count                                               0
Remaining max-slew budget at the tightest pin                                  0.7315
Worst-Margin Slew                                                            402.8 ps
Smallest setup slack after layout                                            132.0 ps
Total of endpoints with negative setup slack in the final report                    0
Maximum achievable frequency                                               0.4052 GHz
Maximum clock skew at final layout                                           8.858 ps
Post-layout period usage of the worst path                                     0.9492
Final-layout worst hold slack                                                462.3 ps

PLACED DESIGN
-------------------------------------------------------------------------------------
Final weighted congestion of routability-driven global placement               0.7880
HPWL reported at the end of detailed placement                               2.678 mm
Input/output buffers                                                               17
Post-placement worst setup slack                                             238.8 ps
Placed insts                                                                      237

LAYOUT
-------------------------------------------------------------------------------------
Commonest cells after routing, fill and taps aside                       sky130_fd_sc_hd__edfxtp_1 (32), sky130_fd_sc_hd__nand2_1 (25), sky130_fd_sc_hd__mux2_2 (17), sky130_fd_sc_hd__clkdlybuf4s50_1 (17), sky130_fd_sc_hd__inv_1 (13)
Most frequent logic cell in the layout                                   sky130_fd_sc_hd__edfxtp_1
Final cell utilization of the core                                             0.3697
Syn-to-layout area delta                                                       16.30%
Final Instance Count excl. Fillers                                                245
Share of final-layout standard cells stronger than drive strength 1            0.2440

ROUTING
-------------------------------------------------------------------------------------
Number of nets still failing antenna checks after routing                           0
First-pass iteration count of the detailed router                                   4
Vias post-DR                                                                     1170
DRC violation count after routing                                                   0
Iteration-0 DRC count of the detailed router                                       66
Total detailed-routing wirelength                                            3.749 mm
Antenna fix cells                                                                   0
Routed vias/inst                                                                4.776
Avg WL per Cell                                                              15.30 um

CTS
-------------------------------------------------------------------------------------
Number of clock buffers inserted by TritonCTS                                       5
Clock tree from TritonCTS                                                       built
CTS sink count                                                                     39
Setup Buffers After CTS                                                             0
Worst-path clk slew                                                             80 ps
Gates resized, CTS repair                                                           1
Root buf cell                                                            sky130_fd_sc_hd__clkbuf_8
Clock tree buffer depth                                                             2
Count of hold buffers inserted by post-cts repair                                   0
Latency at later pin                                                           290 ps
Maximum level of the CTS H-tree                                                     2

HOLD PATH
-------------------------------------------------------------------------------------
Tightest Hold Check Type                                                  in -> async

[cells in the mapped netlist (2+ instances only)]
cell type	n	area, um2
sky130_fd_sc_hd__inv_1	13	48.80
sky130_fd_sc_hd__dfrtp_1	6	150.1
sky130_fd_sc_hd__mux4_2	8	180.2
sky130_fd_sc_hd__o21ai_0	2	10.01
sky130_fd_sc_hd__edfxtp_1	32	960.9
sky130_fd_sc_hd__nand2_1	25	93.84
sky130_fd_sc_hd__fa_1	2	40.04
sky130_fd_sc_hd__mux2_2	17	191.4
sky130_fd_sc_hd__buf_4	2	15.01
sky130_fd_sc_hd__nor2_1	2	7.510
sky130_fd_sc_hd__ha_1	9	112.6
sky130_fd_sc_hd__a21oi_1	5	25.02
sky130_fd_sc_hd__xnor2_1	5	43.79
[area by class of cell]
| class | instances | area (um2) |
|---|---|---|
| flip-flops and latches | 39 | 1139 |
| fillers | 622 | 4094 |
| clock inverters | 3 | 17.52 |
| well taps | 77 | 96.34 |
| clock buffers | 5 | 68.82 |
| multi-input cells | 88 | 838.3 |
| inverters | 13 | 48.80 |
| repair buffers | 20 | 192.7 |
[logic make-up after synthesis]
kind of cell             after synthesis
XOR/XNOR                               7
adder cells (fa/ha/maj)               11
AND/OR/NAND/NOR                       32
flip-flops                            39
multiplexers                          26
AND-OR/OR-AND                         12
buffers and inverters                 17
[metrics by stage]
| stage | instance area [um2] | power [mW] |
|---|---|---|
| final | 2401 | 2.596 |
| after global routing | 2401 | 2.817 |
| after CTS | 2401 | 2.632 |
| after detailed placement | 2313 | 2.220 |
| after global placement | 2313 | 2.220 |
| after floorplan | 2064 | 1.869 |
[power by group through the flow]
stage | Combinational, mW | Sequential, mW | Clock, mW
5_1_grt | 1.39 | 0.999 | 0.427
4_1_cts | 1.24 | 0.979 | 0.410
6_report | 1.23 | 0.969 | 0.395
[sequential cells by signal, indices dropped and copies added, names as in the netlist]
register,cells
ctrl_unit.empty,1
ctrl_unit.wr_ptr,2
r_file_unit.memory,32
ctrl_unit.rd_ptr,3
ctrl_unit.full,1
[routing by layer]
| layer | up-vias | track usage | wire length, um |
|---|---|---|---|
| li1 | 567 | - | - |
| met1 | 553 | 0.1507 | 1642 |
| met2 | 48 | 0.1855 | 1734 |
| met3 | 2 | 0.06910 | 353 |
| met4 | 0 | 0.01233 | 19 |
| met5 | - | 0 | 0 |
[worst max path at each step]
stage,startpoint,to,slack (ps),cells past startpoint
4_1_cts,ctrl_unit.rd_ptr[0],r_data[3],100,4
5_1_grt,ctrl_unit.rd_ptr[0],r_data[1],3,4
6_report,ctrl_unit.rd_ptr[0],r_data[2],130,4
No activity file was given, so power comes from the tool's default toggle rates.
